`./constraint.sdc`:
```
current_design fused_signed_mac_32p8t8_2x24p8t4_ref

set clk_period 32.2
set clk_io_pct 0.2

create_clock -name clk0 -period $clk_period

set non_clock_inputs [all_inputs -no_clocks]
set_input_delay [expr $clk_period * $clk_io_pct] -clock clk0 $non_clock_inputs
set_output_delay [expr $clk_period * $clk_io_pct] -clock clk0 [all_outputs]
```
`./run.sh`:
```
#!/bin/bash
# OpenROAD 26Q1-2900-gdf79404cd8, Yosys 0.63+post, stock flow scripts
make -C /OpenROAD-flow-scripts/flow DESIGN_CONFIG=/design/flow/config.mk WORK_HOME=/design/flow/orfs finish
```
`./config.mk`:
```
export PLATFORM = sky130hd
export DESIGN_NAME = fused_signed_mac_32p8t8_2x24p8t4_ref
export DESIGN_NICKNAME = fused_signed_mac_32p8t8_2x24p8t4_ref
export VERILOG_FILES = /design/flow/design.v
export SDC_FILE = /design/flow/constraint.sdc
export NUM_CORES = 4
export LEC_CHECK = 1
export CORE_UTILIZATION = 40
```
`./design.v`:
```
module fused_signed_mac_32p8t8_2x24p8t4_ref (
    input split,
    input [47:0] in,
    input [7:0] a,
    input [7:0] b,
    output [47:0] out
);
    wire [15:0] out_8t8;
    wire [11:0] out_8t4_0, out_8t4_1;
    assign out_8t8 = $signed(a) * $signed(b);
    assign out_8t4_0 = $signed(a) * $signed(b[3:0]);
    assign out_8t4_1 = $signed(a) * $signed(b[7:4]);
    wire [31:0] out_32p8t8;
    wire [23:0] out_24p8t4_0, out_24p8t4_1;
    assign out_32p8t8 = $signed(in[31:0]) + $signed(out_8t8);
    assign out_24p8t4_0 = $signed(in[23:0]) + $signed(out_8t4_0);
    assign out_24p8t4_1 = $signed(in[47:24]) + $signed(out_8t4_1);
    assign out = split ? {out_24p8t4_1, out_24p8t4_0} : {{16{out_32p8t8[31]}}, out_32p8t8};
endmodule
```
==> impl_metrics.yaml <==
# implementation run metrics
logic_synthesis:
  ys_cells: 1232
  synthesis.area_um2: 11100
  synth_top_area_share_pct: 41.3
  ys_seq_share_pct: 0
  topCellsByArea: "fa_1, ha_1, inv_1"
  avgSynthCellArea_um2: 9.01
  yosys_warnings: 0
  synth_cells: 1232
  yosys_area_um2: 11100
  yosys.area.top_type: "fa_1"
  synth_cell_types: 57
final_layout:
  final_cell_mix: "inv_1, fa_1, ha_1"
  layout_top_cell: "inv_1"
  comb_area_um2: 9870
  final.fill_count: 2601
  area_delta_synth_final_pct: 13.8
  ff_count: 0
  regArea_um2: 0
  clkbuf_count: 0
  drive_gt1_share_pct: 1.51
placed_design:
  io_buffers: 113
  place_congestion: 0.924
  dp_slack_ns: 12.36
  hpwl_um: 22400
sta:
  tightest_slew_ns: 0.820
  fmax_mhz: 50.5
  fin_tns_setup_ns: 0
  setup_slack_ns: 12.40
  finalCritPeriodShare_pct: 61.5
  hold_viol: 0
  final_max_slew_viol_count: 0
  setup_viol: 0
  layout_min_cycle_time_ns: 19.80
  rsz0062_at_grt: "no"
  slew_headroom_pct: 45.3
power_and_ir_drop:
  total_power_mw: 1.30
  cellLeakagePower_nw: 6.75
  combPwrFrac_pct: 100.0
  pwr-share-clk_pct: 0
  power.share.switching_pct: 49.3
  ir_worst_vdd_uv: 83.3
  seqPwrFrac_pct: 0
  p_per_area_nw_per_um2: 103
  power.switching_mw: 0.643
  cell_internal_pwr_mw: 0.660
cts:
  cts_resized: 0
  postCtsSetupBuffers: 0
  cts_hold_buffers: 0
route:
  via_count: 8266
  wirelength_um: 25000
  via_per_inst: 4.87
  insertedDiodeCount: 0
  avgRoutedWirePerCell_um: 14.7
  drtIter0Drc: 352
  final_antenna_net_count: 0
  drc: 0
  dr.pass1.iters: 4
setup_path:
  endpoint_kind: "output pin"
  worstPathRequired_ns: 25.76
  cp_max_fo: 25
  crit_type: "in2out"
  cp-start-kind: "input port"
  cp.arrival_ns: 13.36
job:
  warnings: 37
  maxCapViolCount: 0
die:
  die_area_um2: 28400
  die_w_um: 169
  fp-row-count: 60
  core-area_um2: 27100
  fp-utilization_pct: 40.9
  die_h_um: 169
  ios: 113
grt:
  grt-ovfl-total: 0
  grt_pass1_wl_um: 41900
  grt_pass1_vias: 8434
  grt_antenna_before_repair: 0
  grt_max_degree: 45
  grt_util_all_layers_pct: 19.6
status:
  status: "finished, final reports clean"
worst_hold_path:
  hold_class: "in2out"
==> worst paths after layout <==
| path | startpoint | endpoint | slack (ns) | depth (start not counted) |
|---|---|---|---|---|
| setup / recovery | b[0] | out[40] | 12.40 | 20 |
| hold / removal | split | out[38] | 13.73 | 3 |
==> worst max-delay path: stages <==
cell and delay (ns):
clkdlybuf4s50_1 0.58, nand2_2 0.12, buf_4 0.44, inv_1 0.48, fa_1 0.65, fa_1 0.44
fa_1 0.56, fa_1 0.43, fa_1 0.44, ha_1 0.31, o21ai_1 0.10, o21ai_1 0.23
nand4_1 0.23, o211ai_2 0.32, a41o_1 0.31, nand2_1 0.08, nand2_1 0.08, nand4_2 0.35
a41o_1 0.35, clkdlybuf4s50_1 0.39
==> kinds of logic after synthesis <==
group | Yosys count | share of synthesized area [%]
adder cells (fa/ha/maj) | 394 | 59.9
buffers and inverters | 326 | 11.0
AND-OR/OR-AND | 225 | 13.2
AND/OR/NAND/NOR | 208 | 9.49
XOR/XNOR | 71 | 5.60
multiplexers | 8 | 0.756
==> Yosys cell counts, types with 2 or more instances <==
| cell type | instances |
|---|---|
| o21ai_1 | 19 |
| a21oi_1 | 65 |
| and3_1 | 7 |
| inv_1 | 299 |
| a41oi_1 | 3 |
| ha_1 | 165 |
| nand2_1 | 74 |
| nor2_1 | 28 |
| and2_1 | 27 |
| a211o_1 | 2 |
| o211ai_1 | 7 |
| mux2i_1 | 5 |
| xor2_1 | 23 |
| nor2b_1 | 6 |
| a21o_1 | 49 |
| clkbuf_1 | 24 |
| nand3_1 | 16 |
| mux2_2 | 3 |
| a31oi_1 | 5 |
| a211oi_1 | 8 |
| and4_1 | 3 |
| buf_1 | 2 |
| xnor2_1 | 48 |
| nand2b_1 | 21 |
| o31ai_1 | 3 |
| fa_1 | 229 |
| nor3_1 | 4 |
| o21bai_1 | 11 |
| nor4b_1 | 2 |
| o21ai_0 | 27 |
| a41o_1 | 3 |
| nor4_1 | 4 |
| or3_1 | 2 |
| o21a_1 | 9 |
| nand4_1 | 7 |
==> per-stage QoR <==
| stage | util, % | hold WS [ns] | std cells | instance area (um2) |
|---|---|---|---|---|
| 2_1_floorplan | - | 13.03 | 1232 | 11100 |
| 3_3_place_gp | 46.6 | 13.72 | 1696 | 12600 |
| 3_5_place_dp | 46.6 | 13.73 | 1696 | 12600 |
| 4_1_cts | 46.6 | 13.73 | 1696 | 12600 |
| 5_1_grt | 46.6 | 13.77 | 1696 | 12600 |
| 6_report | 46.6 | 13.73 | 1696 | 12600 |
==> cell type report <==
class                           count  share of cell area [%]
Inverter                          299                    8.88
Multi-Input combinational cell    906                    78.2
Tap cell                          372                    3.68
Timing Repair Buffer              119                    9.27
==> routing by layer <==
layer  share of wire, %  vias up  global-route usage (%)
met5                  0        -                       0
met4               0.17        0                   0.277
met3                5.5        2                    3.79
met2                 49      147                    32.7
met1                 45     4011                    29.1
li1                   -     4106                       -
==> power by group through the flow <==
stage / clock network, mW / registers (mW) / logic [mW]
final: 0 / 0 / 1.30
after global routing: 0 / 0 / 1.47
after CTS: 0 / 0 / 1.33
No activity file was given, so power comes from the tool's default toggle rates.
