[./run.sh]
#!/bin/bash
# OpenROAD 26Q1-2900-gdf79404cd8, Yosys 0.63+post, stock flow scripts
make -C /OpenROAD-flow-scripts/flow DESIGN_CONFIG=/design/flow/config.mk WORK_HOME=/design/flow/orfs finish
[./config.mk]
export PLATFORM = sky130hd
export DESIGN_NAME = unsigned_unit_line
export DESIGN_NICKNAME = unsigned_unit_line
export VERILOG_FILES = /design/flow/design.v
export SDC_FILE = /design/flow/constraint.sdc
export NUM_CORES = 4
export LEC_CHECK = 1
export CORE_AREA = 10 10 72 72
export DIE_AREA = 0 0 82 82
[./constraint.sdc]
current_design unsigned_unit_line

set clk_period 1.6
set clk_io_pct 0.2

create_clock -name clk0 -period $clk_period

set non_clock_inputs [all_inputs -no_clocks]
set_input_delay [expr $clk_period * $clk_io_pct] -clock clk0 $non_clock_inputs
set_output_delay [expr $clk_period * $clk_io_pct] -clock clk0 [all_outputs]
[./design.v]
module fa(
    input a,
    input b,
    input cin,
    output s,
    output cout
);
    assign s = a ^ b  ^ cin;
    assign cout = (a & b) ^ (cin & (a ^ b));
endmodule
module ha(
    input a,
    input b,
    output s,
    output cout
);
    assign s = a ^ b;
    assign cout = a & b;
endmodule
module basic_unit_ha_and(
    input in_x,
    input in_a,
    input in_b,
    output s,
    output cout
);
    wire in_y;
    assign in_y = in_a & in_b;
    assign s = in_x ^ in_y;
    assign cout = in_x & in_y;
endmodule
module basic_unit_ha_nand(
    input in_x,
    input in_a,
    input in_b,
    output s,
    output cout
);
    wire in_y;
    assign in_y = ~(in_a & in_b);
    assign s = in_x ^ in_y;
    assign cout = in_x & in_y;
endmodule
module basic_unit_fa_and(
    input in_x,
    input in_a,
    input in_b,
    input cin,
    output s,
    output cout
);
    wire in_y;
    assign in_y = in_a & in_b;
    assign s = in_x ^ in_y ^ cin;
    assign cout = (in_x & in_y) ^ (cin & (in_x ^ in_y));
endmodule
module basic_unit_fa_nand(
    input in_x,
    input in_a,
    input in_b,
    input cin,
    output s,
    output cout
);
    wire in_y;
    assign in_y = ~(in_a & in_b);
    assign s = in_x ^ in_y ^ cin;
    assign cout = (in_x & in_y) ^ (cin & (in_x ^ in_y));
endmodule
module basic_unit_first_line(
    input [7:0] in_x,
    input [7:0] in_a,
    input in_b,
    output [7:0] s,
    output [7:0] cout
);
    basic_unit_ha_and i_buha_0 (.in_x(in_x[0]), .in_a(in_a[0]), .in_b(in_b), .s(s[0]), .cout(cout[0]));
    basic_unit_ha_and i_buha_1 (.in_x(in_x[1]), .in_a(in_a[1]), .in_b(in_b), .s(s[1]), .cout(cout[1]));
    basic_unit_ha_and i_buha_2 (.in_x(in_x[2]), .in_a(in_a[2]), .in_b(in_b), .s(s[2]), .cout(cout[2]));
    basic_unit_ha_and i_buha_3 (.in_x(in_x[3]), .in_a(in_a[3]), .in_b(in_b), .s(s[3]), .cout(cout[3]));
    basic_unit_ha_and i_buha_4 (.in_x(in_x[4]), .in_a(in_a[4]), .in_b(in_b), .s(s[4]), .cout(cout[4]));
    basic_unit_ha_and i_buha_5 (.in_x(in_x[5]), .in_a(in_a[5]), .in_b(in_b), .s(s[5]), .cout(cout[5]));
    basic_unit_ha_and i_buha_6 (.in_x(in_x[6]), .in_a(in_a[6]), .in_b(in_b), .s(s[6]), .cout(cout[6]));
    basic_unit_ha_nand i_buhna_7 (.in_x(in_x[7]), .in_a(in_a[7]), .in_b(in_b), .s(s[7]), .cout(cout[7]));
endmodule
module basic_unit_line(
    input [7:0] in_x,
    input [7:0] in_a,
    input in_b,
    input [7:0] cin,
    output [7:0] s,
    output [7:0] cout
);
    basic_unit_fa_and i_bufa_0 (.in_x(in_x[0]), .in_a(in_a[0]), .in_b(in_b), .cin(cin[0]), .s(s[0]), .cout(cout[0]));
    basic_unit_fa_and i_bufa_1 (.in_x(in_x[1]), .in_a(in_a[1]), .in_b(in_b), .cin(cin[1]), .s(s[1]), .cout(cout[1]));
    basic_unit_fa_and i_bufa_2 (.in_x(in_x[2]), .in_a(in_a[2]), .in_b(in_b), .cin(cin[2]), .s(s[2]), .cout(cout[2]));
    basic_unit_fa_and i_bufa_3 (.in_x(in_x[3]), .in_a(in_a[3]), .in_b(in_b), .cin(cin[3]), .s(s[3]), .cout(cout[3]));
    basic_unit_fa_and i_bufa_4 (.in_x(in_x[4]), .in_a(in_a[4]), .in_b(in_b), .cin(cin[4]), .s(s[4]), .cout(cout[4]));
    basic_unit_fa_and i_bufa_5 (.in_x(in_x[5]), .in_a(in_a[5]), .in_b(in_b), .cin(cin[5]), .s(s[5]), .cout(cout[5]));
    basic_unit_fa_and i_bufa_6 (.in_x(in_x[6]), .in_a(in_a[6]), .in_b(in_b), .cin(cin[6]), .s(s[6]), .cout(cout[6]));
    basic_unit_fa_nand i_bufna_7 (.in_x(in_x[7]), .in_a(in_a[7]), .in_b(in_b), .cin(cin[7]), .s(s[7]), .cout(cout[7]));
endmodule
module basic_unit_last_line(
    input [7:0] in_x,
    input [7:0] in_a,
    input in_b,
    input [7:0] cin,
    output [7:0] s,
    output [7:0] cout
);
    basic_unit_fa_nand i_bufna_0 (.in_x(in_x[0]), .in_a(in_a[0]), .in_b(in_b), .cin(cin[0]), .s(s[0]), .cout(cout[0]));
    basic_unit_fa_nand i_bufna_1 (.in_x(in_x[1]), .in_a(in_a[1]), .in_b(in_b), .cin(cin[1]), .s(s[1]), .cout(cout[1]));
    basic_unit_fa_nand i_bufna_2 (.in_x(in_x[2]), .in_a(in_a[2]), .in_b(in_b), .cin(cin[2]), .s(s[2]), .cout(cout[2]));
    basic_unit_fa_nand i_bufna_3 (.in_x(in_x[3]), .in_a(in_a[3]), .in_b(in_b), .cin(cin[3]), .s(s[3]), .cout(cout[3]));
    basic_unit_fa_nand i_bufna_4 (.in_x(in_x[4]), .in_a(in_a[4]), .in_b(in_b), .cin(cin[4]), .s(s[4]), .cout(cout[4]));
    basic_unit_fa_nand i_bufna_5 (.in_x(in_x[5]), .in_a(in_a[5]), .in_b(in_b), .cin(cin[5]), .s(s[5]), .cout(cout[5]));
    basic_unit_fa_nand i_bufna_6 (.in_x(in_x[6]), .in_a(in_a[6]), .in_b(in_b), .cin(cin[6]), .s(s[6]), .cout(cout[6]));
    basic_unit_fa_and i_bufa_7 (.in_x(in_x[7]), .in_a(in_a[7]), .in_b(in_b), .cin(cin[7]), .s(s[7]), .cout(cout[7]));
endmodule
module adder_9bit_unit(
    input   [8:0] a,
    input   [8:1] b,
    output  [8:0] out
);
    wire [8:0] s;
    wire [8:0] cout;
    ha i_ha_0 (.a(a[0]), .b(1'b0), .s(s[0]), .cout(cout[0]));
    generate 
        genvar i_adder;
        for(i_adder=1; i_adder<9; i_adder=i_adder+1) begin: adder_for_bits
            fa i_fa (.a(a[i_adder]), .b(b[i_adder]), .cin(cout[i_adder-1]), .s(s[i_adder]), .cout(cout[i_adder]));
        end
    endgenerate
    assign out[8:0] = s[8:0];
endmodule
module adder_24bit(
    input   [23:0] a,
    input   [23:0] b,
    output  [23:0] out
);
    wire [23:0] s;
    wire [23:0] cout;
    ha i_ha_0 (.a(a[0]), .b(b[0]), .s(s[0]), .cout(cout[0]));
    generate 
        genvar i_adder;
        for(i_adder=1; i_adder<24; i_adder=i_adder+1) begin: adder_for_bits
            fa i_fa (.a(a[i_adder]), .b(b[i_adder]), .cin(cout[i_adder-1]), .s(s[i_adder]), .cout(cout[i_adder]));
        end
    endgenerate
    assign out[23:0] = s[23:0];
endmodule
module adder_32bit(
    input   [31:0] a,
    input   [31:0] b,
    output  [31:0] out
);
    wire [31:0] s;
    wire [31:0] cout;
    ha i_ha_0 (.a(a[0]), .b(b[0]), .s(s[0]), .cout(cout[0]));
    generate 
        genvar i_adder;
        for(i_adder=1; i_adder<32; i_adder=i_adder+1) begin: adder_for_bits
            fa i_fa (.a(a[i_adder]), .b(b[i_adder]), .cin(cout[i_adder-1]), .s(s[i_adder]), .cout(cout[i_adder]));
        end
    endgenerate
    assign out[31:0] = s[31:0];
endmodule
module unsigned_unit_first_line(
    input [15:0] in_a,
    input  in_b,
    output [15:0] s
);
    generate
        genvar i_and;
        for(i_and=0;i_and<16;i_and=i_and+1) begin: unsigned_unit_second_line_generate
            assign s[i_and] = in_a[i_and] & in_b;
        end
    endgenerate
endmodule
module unsigned_unit_second_line(
    input [15:0] in_x,
    input [15:0] in_a,
    input  in_b,
    output [15:0] s,
    output [15:0] cout
);
    generate
        genvar i_buh;
        for(i_buh=0;i_buh<16;i_buh=i_buh+1) begin: unsigned_unit_second_line_generate
            basic_unit_ha_and   i_buha  (.in_x(in_x[i_buh]), .in_a(in_a[i_buh]), .in_b(in_b), .s(s[i_buh]), .cout(cout[i_buh]));
        end
    endgenerate
endmodule
module unsigned_unit_line(
    input [15:0] in_x,
    input [15:0] in_a,
    input  in_b,
    input [15:0] cin,
    output [15:0] s,
    output [15:0] cout
);
    generate
        genvar i_buf;
        for(i_buf=0;i_buf<16;i_buf=i_buf+1) begin: unsigned_unit_second_line_generate
            basic_unit_fa_and   i_bufa  (.in_x(in_x[i_buf]), .in_a(in_a[i_buf]), .in_b(in_b), .cin(cin[i_buf]), .s(s[i_buf]), .cout(cout[i_buf]));
        end
    endgenerate
endmodule
module multiply_and_add_unit(
    input [15:0] in,
    input [15:0] a,
    input [15:0] b,
    input neg,
    output [15:0] out
);
    wire [15:0] s_line [15:0];
    wire [15:0] cout_line [15:1];
    unsigned_unit_first_line    i_bul_0 (.in_a(a), .in_b(b[0]), .s(s_line[0]));
    unsigned_unit_second_line   i_bul_1 (.in_x({1'b0, s_line[0][15:1]}), .in_a(a), .in_b(b[1]), .s(s_line[1]), .cout(cout_line[1]));
    unsigned_unit_line          i_bul_2 (.in_x({1'b0, s_line[1][15:1]}), .in_a(a), .in_b(b[2]), .cin(cout_line[1]), .s(s_line[2]), .cout(cout_line[2]));
    generate
        genvar i_bul_mac;
        for(i_bul_mac=2;i_bul_mac<16;i_bul_mac=i_bul_mac+1) begin: unsigned_unit_line_generate
            unsigned_unit_line  i_bul_mac_unit (.in_x({1'b0, s_line[i_bul_mac-1][15:1]}), .in_a(a), .in_b(b[i_bul_mac]), .cin(cout_line[i_bul_mac-1]), .s(s_line[i_bul_mac]), .cout(cout_line[i_bul_mac]));
        end
    endgenerate
    wire [31:0] product_32b;
    generate
        genvar i_s;
        for(i_s=0;i_s<16;i_s=i_s+1) begin: unsigned_output_low_generate
            assign product_32b[i_s] = s_line[i_s][0];
        end
    endgenerate
    adder_16bit i_adder_16b_0 (.a({s_line[15][15:0]}), .b(cout_line[15]), .out(product_32b[31:16]));
    wire [15:0] pos_or_neg;
    assign pos_or_neg = neg ? {{~{product_32b[31:16]}+1}} : {product_32b[31:16]};
    adder_16bit i_adder_16b_1 (.a(in), .b(pos_or_neg), .out(out));
endmodule
==> run notes <==
impl run done, here's what came out: Yosys top cell area share 35.6%, Post-Syn Area 900 sq um, gr ovfl total 0, Seq/Total Area, Yosys 0%, # rows 22, Die Span X 82 um, pin count of the biggest net entering global routing 7, Post-Place Cells roughly 230, CP peak stage delay roughly 530 ps, Layout area overhead 74.4%, post-CTS setup buffer count 0, WP buf/inv 4, Slowest-stage cell, CP fa_2, Synth Warn # 0, crit-path cells buf_12 > buf_12 > nand2_4 > fa_2 > inv_2 > buf_2, crit path launch type primary input, PortBufs around 81, power per cell area between 200 and 250 mW/mm^2, initial drt markers 2, RePlAce Congestion approximately 0.76, Chip Area 0.00672 sq mm, RSZ-0062 raised after global routing true, worst vdd ir roughly 100 uV, WP data required ~1300 ps, Crit Path Max Fanout 5, FF/Latch Area 0 sq um, clkbuf count 0, Routed Antenna Nets 0, CP most frequent cell buf_12, crit path launch in_b, vias in the first global route approximately 850, fin util 42.5%, routed vias/inst between 3 and 4, Setup Viol. Count Final 0, Worst path depth 6, global-route wire length before repair ~3900 um, post-route setup slack 28.7 ps, min cycle time layout between 1500 and 2000 ps, post-route clock period utilization 98.2%, Post-DP HPWL roughly 2300 um, cell accounting for the most synthesized area fa_1, layout cells sized above 1 slightly below 40%, drt pass-1 iters 2, initial antenna violation count 0, final non-filler cell area 0.00157 sq mm, Final Max Slew Viols 0, CTS Hold Bufs 0, critical path data arrival time 1250 ps, DP Worst Slack -754 ps, end of the critical path s[7], Final Non-Filler Cells 228, Gate Count Post-Synth 130, hold crit path type primary input to output port, tool warnings 34, leakage 0.971 nW, Core ar. 0.00369 sq mm, WL per Instance 11.1 um, status completed, number of max-cap violations 0, Chip Area, Yosys ~900 sq um, n_diodes 0, yosys cell count approximately 130, pin slew with the least headroom to its limit roughly 110 ps, Rel. slew slack 92.8%, syn_area_per_cell 6.92 sq um, final hold violation count 0, Worst Setup Path Type primary input to output port, number of remaining DRC errors 0, hold slack between 1000 and 1500 ps, vias approximately 790, Cell variety after synth 7, FP Util about a quarter, Max Fclk 0.636 GHz, Placed Area between 0.0015 and 0.002 sq mm, Synth area leaders fa_1 36%, buf_4 27%, inv_1 27%, WL final between 2000 and 3000 um, Die Ht 82 um, registers 0, total track usage slightly above 7%, Top delay family on crit path adder cells, I/O pin cnt about 81, Worst setup EP type output port
repair_timing:
item                       CTS  global route
hold endpoints to repair     0             0
setup endpoints to repair   32            21
cloned                       1             0
gates resized              191            30
pin swaps                   31            20
per-layer routing:
layer,vias to the layer above,track usage (%),routed length (um)
li1,393,-,-
met1,341,8.57,974
met2,59,10.7,962
met3,0,6.17,590
met4,0,0,0
met5,-,0,0
how the worst min path moves through the flow:
stage	slack [ps]	depth (start not counted)	to	from
after CTS	1200	5	s[14]	in_a[14]
after global routing	1160	5	s[10]	in_a[10]
final	1120	5	s[6]	in_a[6]
metrics by stage:
step           total power [W]  TNS (ps)
2_1_floorplan         0.000229         0
3_3_place_gp          0.000428    -21640
3_5_place_dp          0.000430    -22140
4_1_cts               0.000361     -81.5
5_1_grt               0.000435     -52.4
6_report              0.000371         0
power breakdown:
group          total, W  internal, W  switching [W]
combinational  0.000371     0.000225       0.000146
sequential            0            0              0
clock                 0            0              0
cells in the final DEF (no fill, tap or decap):
master / Yosys / layout
clkbuf_2: 0 / 3
nand2_2: 3 / 2
fa_1: 16 / 4
buf_6: 1 / 1
inv_2: 0 / 19
dlygate4sd2_1: 0 / 35
fa_2: 0 / 12
buf_2: 0 / 15
nand2_4: 0 / 14
inv_1: 64 / 45
buf_12: 1 / 4
clkdlybuf4s15_1: 0 / 26
logic make-up (layout without fill, tap and decap cells):
| group | after synthesis | count (layout) | synth area share, % |
|---|---|---|---|
| simple gates | 16 | 16 | 7.51 |
| buf+inv | 98 | 148 | 56.9 |
| fa+ha+maj | 16 | 16 | 35.6 |
final cells by class:
cell class / count / area (sq um)
repair buffers: 84 / 748
well taps: 48 / 60.1
inverters: 64 / 240
fillers: 390 / 2120
multi-input cells: 32 / 520
Yosys cell counts:
master   number
inv_1        64
buf_4        32
fa_1         16
nand2_1      13
nand2_2       3
buf_12        1
buf_6         1
Power figures rest on the tool's default switching activity, not on a simulated workload.
